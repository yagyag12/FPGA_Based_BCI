$ cat flow/constraint.sdc
current_design adc_sampler

set clk_period 2.4
set clk_io_pct 0.2

create_clock -name clk0 -period $clk_period [get_ports {clk}]

set non_clock_inputs [all_inputs -no_clocks]
set_input_delay [expr $clk_period * $clk_io_pct] -clock clk0 $non_clock_inputs
set_output_delay [expr $clk_period * $clk_io_pct] -clock clk0 [all_outputs]
$ cat flow/config.mk
export PLATFORM = sky130hd
export DESIGN_NAME = adc_sampler
export DESIGN_NICKNAME = adc_sampler
export VERILOG_FILES = /design/flow/design.v
export SDC_FILE = /design/flow/constraint.sdc
export NUM_CORES = 4
export LEC_CHECK = 1
export CORE_UTILIZATION = 50
$ cat flow/run.sh
#!/bin/bash
# OpenROAD 26Q1-2900-gdf79404cd8, Yosys 0.63+post, stock flow scripts
make -C /OpenROAD-flow-scripts/flow DESIGN_CONFIG=/design/flow/config.mk WORK_HOME=/design/flow/orfs finish
$ cat flow/design.v
`timescale 1ns / 1ps
module adc_sampler #(
    parameter CLK_FREQ      =   100000000,           
    parameter TARGET_FREQ   =   256                  
    )(
    input                   clk,
    input                   rst,
    input           [31:0]  adc_in,
    output   logic  [31:0]  sample_out,
    output                  sample_clk
    );
localparam COUNTER_VAL  =   CLK_FREQ / TARGET_FREQ;
logic   [$clog2(COUNTER_VAL)-1:0]   counter;
logic                               sample_clk_reg;
always_ff @(posedge clk or posedge rst) begin
    if (rst) begin
        sample_out  <=  0;
        counter     <=  0;
        sample_clk_reg <= 0;
    end
    else begin
        counter     <=  counter + 1; 
        if (counter < COUNTER_VAL / 2) begin
            sample_clk_reg <= 1;
        end else begin
            sample_clk_reg <= 0;
        end
        if (counter == COUNTER_VAL - 1) begin
            counter     <=  0;
            sample_out  <=  adc_in; 
        end
    end
end
assign sample_clk = sample_clk_reg;
endmodule
==> results.txt <==
Numbers from the implementation run.

The run finished with clean final reports. Per STA, the highest per-stage delay on the worst path measures 0.42 ns. The max capacitance violation total is 0. dfrtp_1 is the most common cell in the netlist. The overall routed net length is 4350 µm. In the CTS report, the clock slew at the register clock pins of the worst setup and hold paths is listed as 0.09 ns. The worst setup path is launched from a flip-flop. Yosys mapped a number of flops with a built-in enable equal to 0. The maximum count of clock buffers along a single path is 2. The arrival time of the worst setup path is 2.16 ns. In this run, placement finished with an instance count of 301.

TritonRoute output was used to compute an average wire per cell of 14.1 µm. The setup-violating endpoint count in the final report is 0. The endpoint class of the critical path is a flip-flop. The overall power consumption is 1.58 mW. For this run, the number of Yosys warnings is 1.

The post-CTS setup buffer count is 0. The final critical-path share of the clock period is 82.4%. The source-to-sink clock delay at the later pin of the worst-skew pair is 0.30 ns. Derived from the worst setup path, the maximum achievable clock frequency is 505 MHz. The clock tree from TritonCTS is yes.

The number of routed nets with antenna violations is 0. The critical path contains buffers and inverters numbering 2 combined. TritonCTS created 5 clock buffers. In the synthesized netlist, the cells that appear most often are dfrtp_1, mux2_4, nor2_1, nand3_1, xor2_1. In the per-layer breakdown of the detailed-route log, met1 shows 2110 µm. For this block, the initial DRC count from the detailed router was 69. Per the post-synthesis report, the number of cells in the design is 170. The die outline area is 5180 µm². The number of flip-flops in the largest register is 32.

The shortest clock period the worst path allows after layout is 1.98 ns. The class of the worst hold path is reg2reg. The final timing report lists clock skew as 0.00790 ns. The sequential cell area fraction in the yosys report is 53.1%.

The analysis reports a worst IR drop on VDD of 0.308 mV. The timing report attributes the biggest portion of critical-path delay to simple AND/OR/NAND/NOR gates. The final hold violation count recorded for this run is 0. The proportion of register bits with asynchronous set or reset after synthesis is 100%.

The path type of the worst setup path is reg2reg. From left edge to right edge, the die measures 72.0 µm. In the final layout, the share of cells above drive strength 1 is 24.4%. The cell sequence reported for the critical path is inv_1, ha_1, and3b_1, nand4_4, nor2_8, buf_4, mux2_4.

The library cell used as clock root buffer is clkbuf_8. The top layer used by detailed routing is met4. The largest fanout of any net on the critical path is 14. At the pin with the least slew margin, the transition time is 0.524 ns. The core utilization at floorplan is 51.8%. Sorting the Yosys area breakdown by cell type puts at the top dfrtp_1. The number of antenna cells inserted is 0. The number of standard cells reported by yosys is 170. The first detailed-routing pass ran for 6 iterations. The length of routed met3 wiring is 271 µm. The via count of the first global-routing pass came to 1544. The main area contributors are dfrtp_1, mux2_4, xor2_1. Entering global routing, the biggest net connects 26 pins.

The vertical die dimension reported for this design is 72.0 µm. In the final report, the number of pins over their slew limit comes to 0. The number of distinct library cells after synthesis is 38. The proportion of netlist area held by the largest area contributor is 53.1%.

The warning total across the stage logs is 27. The number of fill cells in the layout is 323. According to the floorplan report, the placeable core area is 4720 µm². The dominant synthesized flop cell is dfrtp_1. The first-pass GRT wire length is 7380 µm. The report puts the hold buffer count at CTS at 0. After floorplanning, the core was divided into 25 placement rows. Dividing the synthesized area by the synthesized cell count gives 14.4 µm². The highest-delay cell along the critical path is dfrtp_1. The number of antenna violations at the first check in global routing is 0. The mapped cell area is 2450 µm². Using the TritonRoute via totals, the vias-per-cell ratio works out to 5.14. The I/O pin total is 67.

The post-route DRC violation count is 0. Total power normalized to cell area comes to 483 nW/µm². Summed over all cells, the static leakage comes to 1.49 nW. The setup TNS is 0 ns. The vias after detailed routing is 1587. The final weighted congestion in routability-driven placement is 0.865. The area overhead of the layout relative to synthesis is 33.6%. After synthesis, the chip area reported by Yosys is 2450 µm². The number of cells in the finished layout apart from fillers is 309.

STA puts the critical path data required time at 2.58 ns. The number of levels the H-tree was split into is 2. The routed length on met2 is 1910 µm.

Counting every sink on the clock net gives 52. The placed wire-length estimate is 3120 µm. The count of input and output buffers is 66.

Post-CTS repair changed the size of 0 cells. The global-route total usage across every layer is 18.7%. Recorded from the global router log, the overflow total was 0. The synthesis stat section lists a flop and latch total of 52. Setup repair after global routing left no endpoint under its margin. The relative slew slack is 65.0%.
==> layer usage <==
metal | up-vias | GRT usage (%)
met5 | - | 0
met4 | 0 | 2.83
met3 | 7 | 3.94
met2 | 64 | 27.0
met1 | 779 | 31.6
li1 | 737 | -
==> power breakdown <==
part / switching, mW / internal (mW)
logic: 0.0246 / 0.0497
clock network: 0.263 / 0.368
registers: 0 / 0.875
total: 0.288 / 1.29
==> cell type report <==
type,instances,area (µm²),area share [%]
inverter,5,18.8,0.574
timing repair buffer,70,703,21.5
tap,67,83.8,2.56
sequential,52,1300,39.8
clock inverter,1,30.0,0.918
multi-input combinational,107,1040,31.7
clock buffer,7,96.3,2.94
==> through the flow <==
| step | util (%) | area (µm²) | hold slack [ns] | setup slack [ns] |
|---|---|---|---|---|
| global route | 69.3 | 3270 | 0.532 | 0.284 |
| floorplan | - | 2450 | 0.443 | 0.662 |
| global placement | 66.6 | 3150 | 0.478 | 0.467 |
| detailed placement | 66.6 | 3150 | 0.471 | 0.413 |
| finish | 69.3 | 3270 | 0.499 | 0.421 |
| CTS | 69.3 | 3270 | 0.489 | 0.395 |
==> cells by family (layout without fill, tap and decap cells) <==
logic type               count (synthesis)  after routing  share of synthesized area (%)
flip-flops                              52             52                           53.1
AND/OR/NAND/NOR                         48             48                           14.6
multiplexers                            32             32                           18.9
XOR/XNOR                                13             13                           4.65
AND-OR/OR-AND                           12             12                           3.32
buffers and inverters                   11             83                           4.45
adder cells (fa/ha/maj)                  2              2                           1.02
==> placed cells by master (no fill, tap or decap), types with 3 or more instances in the layout <==
master / instances
xnor2_1: 6
clkbuf_8: 7
nand4_1: 3
clkdlybuf4s50_1: 66
buf_4: 3
xor2_1: 7
nor2_1: 10
nand3_1: 9
a21oi_1: 4
inv_1: 4
nand2_1: 5
mux2_4: 27
mux2_2: 5
dfrtp_1: 52
==> worst paths after layout <==
path	cells past startpoint	start	slack [ns]	to
worst max register to register	7	counter[0]$_DFF_PP0_	0.42	sample_out[17]$_DFFE_PP0N_
worst min-delay path	1	counter[18]$_DFF_PP0_	0.50	sample_clk_reg$_DFF_PP0_
worst max-delay path	7	counter[0]$_DFF_PP0_	0.42	sample_out[17]$_DFFE_PP0N_
min in group asynchronous	2	rst	0.54	sample_out[6]$_DFFE_PP0N_
worst min register to register	1	counter[18]$_DFF_PP0_	0.50	sample_clk_reg$_DFF_PP0_
max in group asynchronous	3	rst	1.24	counter[11]$_DFF_PP0_
Power is estimated from default activity; no workload was simulated.
