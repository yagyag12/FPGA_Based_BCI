[flow/config.mk]
export PLATFORM = sky130hd
export DESIGN_NAME = moving_average
export DESIGN_NICKNAME = moving_average
export VERILOG_FILES = /design/flow/design.v
export SDC_FILE = /design/flow/constraint.sdc
export NUM_CORES = 4
export LEC_CHECK = 1
export CORE_UTILIZATION = 30
[flow/constraint.sdc]
current_design moving_average

set clk_period 7.6
set clk_io_pct 0.2

create_clock -name clk0 -period $clk_period [get_ports {clk}]

set non_clock_inputs [all_inputs -no_clocks]
set_input_delay [expr $clk_period * $clk_io_pct] -clock clk0 $non_clock_inputs
set_output_delay [expr $clk_period * $clk_io_pct] -clock clk0 [all_outputs]
[flow/design.v]
`timescale 1ns / 1ps
module averager #(
  	parameter WINDOW_LENGTH = 16,  
  	parameter DATA_WIDTH    = 32
)(
    input                                   clk, 
    input                                   rst,
    input  logic signed [DATA_WIDTH - 1:0]  data_in,
    input  logic signed [DATA_WIDTH - 1:0]  data_out,
    output logic signed [DATA_WIDTH - 1:0]  averaged_value
);
  integer i;
  logic signed [DATA_WIDTH + $clog2(WINDOW_LENGTH):0] sum;
  always_ff @(posedge clk or posedge rst) begin
    if (rst) begin
        averaged_value <= {DATA_WIDTH{1'b0}};
        sum <= {DATA_WIDTH + $clog2(WINDOW_LENGTH){1'b0}};
    end else begin
        sum <= sum + data_in - data_out;
        averaged_value <= sum / WINDOW_LENGTH;
    end
  end
endmodule
`timescale 1ns / 1ps
module moving_average #(
    parameter WINDOW_LENGTH = 16,  
  	parameter DATA_WIDTH    = 32 
    )(
    input                                   clk,
    input                                   rst,
    input  logic signed [DATA_WIDTH - 1:0]  data_in,
    output logic signed [DATA_WIDTH - 1:0]  filter_out
    );
    logic [DATA_WIDTH - 1:0] data_out;
    shiftreg #(
        .DATA_WIDTH     (DATA_WIDTH),
        .WINDOW_LENGTH  (WINDOW_LENGTH)
        ) averaging_window (
        .clk            (clk),
        .rst            (rst),
        .data_in        (data_in),
        .data_out       (data_out)
        );
    averager #(
        .DATA_WIDTH     (DATA_WIDTH),
        .WINDOW_LENGTH  (WINDOW_LENGTH)
        ) averager(
        .clk            (clk),
        .rst            (rst),
        .data_in        (data_in),
        .data_out       (data_out),
        .averaged_value (filter_out)
        );
endmodule
`timescale 1ns / 1ps
module shiftreg #(
  	parameter WINDOW_LENGTH = 16,  
  	parameter DATA_WIDTH    = 32 
)(
  	input                                   clk, 
    input                                   rst,
    input  logic signed [DATA_WIDTH - 1:0]  data_in,
    output logic signed [DATA_WIDTH - 1:0]  data_out
  );
    logic signed [DATA_WIDTH - 1:0] cells [0:WINDOW_LENGTH - 1];
  	integer i;
  always_ff @(posedge clk or posedge rst) begin
    if (rst) begin
      for (i = 0; i < WINDOW_LENGTH; i = i + 1) begin
        cells[i] <= {DATA_WIDTH{1'b0}};
      end
      data_out <= {DATA_WIDTH{1'b0}};
    end else begin
      data_out <= cells[WINDOW_LENGTH - 1];
      for (i = 0; i < WINDOW_LENGTH; i = i + 1) begin
        cells[i] <= cells[i-1];
      end
      cells[0] <= data_in;
    end
  end
endmodule
[flow/run.sh]
#!/bin/bash
# OpenROAD 26Q1-2900-gdf79404cd8, Yosys 0.63+post, stock flow scripts
make -C /OpenROAD-flow-scripts/flow DESIGN_CONFIG=/design/flow/config.mk WORK_HOME=/design/flow/orfs finish
==> qor.txt <==
Crit. End Element -> flop
Hold/Removal Path Class -> flop to flop
leftover overflow at the end of global routing -> 0
number of clock buffers inserted by TritonCTS -> 54
Total Routing Usage GR -> 9.62%
quantity of I/O buffers inserted on ports -> 65
asr flop ratio synth -> 100%
logic area -> 3210 um2
worst hold path stage count -> 0
prevailing post-synth register cell -> dfrtp_1
I/O pin count -> 66
setup-violating endpoint count in the final report -> 0
pin count of the biggest net entering global routing -> 139
fraction of layout cells with a size suffix above 1 -> 9.32%
register-to-register setup slack -> 4.21 ns
gr busiest metal -> met1
non-filler cells in the finished layout -> 2144
total internal power -> 0.00620 W
number of instances in the synthesized netlist -> 1136
Seq/Total Area, Yosys -> 80.1%
hold-critical path endpoint -> averaging_window.cells[9][24]
Pre-Place Util -> 30.3%
wire length of the first global-routing pass -> 47200 um
final worst-path cycle share -> 57.8%
antenna cell count -> 0
unrepaired setup endpoints after global routing -> false
TritonCTS clock tree -> yes
sequential power share -> 42.9%
kind of launch point of the worst setup path -> primary input
Area Overhead vs Synth -> 18.6%
detailed-route via count -> 8434
initial antenna violation count -> 4
floorplan die height -> 255 um
number of cells in the design after placement -> 2047
met2 track utilization from global routing -> 11.5%
Data required, critical path -> 8.09 ns
reported max-cap violation count -> 0
Sinks on Clock Net -> 613
detailed-router iteration count before antenna repair -> 4
critical path class -> primary input to flop
endpoint of the worst-slack reg-to-reg timing path -> averager.sum[34]
area post-placement -> 20900 um2
Switch Pwr -> 0.00265 W
part of the power in combinational logic -> 26.9%
worst path arrival time -> 4.88 ns
number of global-route vias before repair -> 8792
average wire per cell in the routed design -> 13.2 um
CTS resizes -> 0
headroom to the max-slew limit -> 47.4%
outcome -> finished, final reports clean
Least-Margin Pin Slew -> 0.788 ns
Total Routed Length -> 28200 um
Clock Power Share -> 30.1%
clk_skew -> 0.0360 ns
Avg Cell Area, Syn -> 16.9 um2
number of enable flip-flop cells -> 0
Worst R2R Path Depth -> 12
hold_sp -> averaging_window.cells[8][24]
Yosys Instances -> 1136
DRC errors left -> 0
HPWL after DPL -> 17800 um
post-route antenna net violation count -> 0
Unique cell types -> 67
Log Warnings -> 31
routability cong. -> 0.865
cell area after layout -> 22700 um2
first element of the critical path -> data_in[1]
Post-CTS Repair Setup Buffers -> 0
met1 Usage GRT -> 16.8%
Max IR drop VDD -> 0.214 mV
area inside the core boundary -> 63100 um2
critical register-to-register path startpoint -> averager.sum[5]
max frequency -> 228 MHz
Site Rows -> 92
Die X-Extent -> 255 um
root buf cell -> clkbuf_16
Longest Clk Path Bufs -> 3
final core utilization -> 36.0%
number of DRC markers after the initial detailed-route iteration -> 509
chip footprint -> 64800 um2
Leak -> 10.4 nW
net switching share of the total power -> 29.9%
Flops after synth -> 613
total of hold buffers inserted after clock tree synthesis -> 0
sequential standard cell area -> 15300 um2
max-slew violation count -> 0
met3 track demand over resource in global routing -> 4.08%
via density per instance -> 3.93
number of fill cells in the layout -> 5906
cell area power density -> 390 nW/um2
peak fanout along the critical path -> 4
final hold violations -> 0
min Tclk post-route -> 4.40 ns
synthesized cell area -> 19100 um2
clock insertion delay at the later pin of the skew report -> 0.60 ns
Yosys warnings -> 3
Yosys chip area -> 19100 um2
clock transition at the registers of the reported paths -> 0.06 ns
number of H-tree branching levels -> 2
flip-flops by register name, indices dropped and copies added (netlist names):
signal,flops
averaging_window.data_out,32
averager.averaged_value,32
averaging_window.cells,512
averager.sum,37
synth_stat cells, types with 2 or more instances:
library cell	count	area, um2
a211o_1	2	17.5
a211oi_1	2	15.0
a21o_1	22	165
a21oi_1	31	155
a21oi_2	2	17.5
a221oi_1	2	17.5
a31oi_1	3	18.8
a41oi_2	2	32.5
and2_1	2	12.5
and3_1	7	43.8
buf_2	2	10.0
clkbuf_1	6	22.5
dfrtp_1	613	15300
fa_1	36	721
ha_1	40	500
inv_1	149	559
nand2_1	25	93.8
nand2b_1	3	18.8
nand3_1	20	100
nand4_1	8	50.1
nor2_1	21	78.8
nor2b_1	3	18.8
nor3_1	9	45.0
o211ai_1	2	15.0
o21a_1	6	45.0
o21ai_0	8	40.0
o21ai_1	5	25.0
o21ai_2	2	17.5
o21bai_1	3	22.5
xnor2_1	51	447
xor2_1	13	114
worst max-delay path, cell delays in order:
cell and delay (ns):
clkdlybuf4s50_1 0.47, inv_1 0.09, fa_1 0.53, fa_1 0.46
nand2b_1 0.20, a211oi_2 0.24, o211ai_1 0.20, a311oi_2 0.38
o21ai_2 0.17, a22oi_4 0.23, a2111oi_1 0.12, a311oi_1 0.25
kinds of logic after synthesis:
| kind of cell | count (synthesis) | share of synthesized area, % |
|---|---|---|
| and+or+nand+nor | 110 | 2.93 |
| AOI/OAI and AO/OA | 114 | 4.46 |
| buffers and inverters | 158 | 3.11 |
| xor gates and xnor gates | 64 | 2.93 |
| muxes | 1 | 0.0523 |
| adders and majority gates | 76 | 6.38 |
| DFF | 613 | 80.1 |
stage by stage:
stage	hold WS [ns]	TNS (ns)	power [W]	worst slack, ns
2_1_floorplan	0.331	-1400.74	0.00554	-2.29
3_3_place_gp	0.331	0	0.00623	2.67
3_5_place_dp	0.335	0	0.00623	2.63
4_1_cts	0.333	0	0.00897	3.25
5_1_grt	0.343	0	0.00944	3.02
6_report	0.333	0	0.00885	3.20
final cells by class:
class / instances / share of cell area, %
Timing Repair Buffer: 73 / 3.24
Inverter: 150 / 2.50
Tap cell: 846 / 4.66
Sequential cell: 613 / 67.6
Clock buffer: 73 / 6.84
Clock inverter: 24 / 1.06
Multi-Input combinational cell: 365 / 14.1
how the worst max path moves through the flow:
stage / cells after the start / slack (ns) / to
6_report: 12 / 3.20 / averager.sum[34]
5_1_grt: 12 / 3.02 / averager.sum[34]
4_1_cts: 12 / 3.25 / averager.sum[34]
layout by cell type (no fill, tap or decap), drive strengths merged, types with 12 or more instances in the layout:
cell type / synthesis / layout
nor2: 22 / 22
nand3: 21 / 21
a21o: 22 / 22
nand2: 25 / 25
inv: 150 / 154
ha: 40 / 40
a21oi: 33 / 33
clkbuf: 6 / 73
xnor2: 51 / 51
o21ai: 15 / 15
clkdlybuf4s50: 0 / 65
clkinv: 0 / 12
fa: 36 / 36
xor2: 13 / 13
dfrtp: 613 / 613
metal layers:
layer  part of all wire (%)  vias up
met2                     38      190
met1                     50     4360
met4                    1.6        4
met5                  0.085        -
met3                    9.9       41
li1                       -     3839
power groups by stage:
stage,Combinational (W),Clock (W),Sequential [W]
after global routing,0.00270,0.00291,0.00384
after CTS,0.00240,0.00277,0.00381
final,0.00238,0.00266,0.00380
Power figures rest on the tool's default switching activity, not on a simulated workload.
